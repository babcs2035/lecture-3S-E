==> flow/design.v <==
`timescale 1ns / 1ps
module counter (
  input wire start,
  input wire clk,
  output wire out
);
  reg out_reg;
  integer cnt = -1;
  always @(posedge clk) begin
    if (start == 1'b1)
      cnt = 0;
    if (cnt > -1) begin
      if (cnt == 0)
        out_reg <= 1'b1;
      else
        out_reg <= 1'b0;
    cnt = (cnt + 1) % 4;
    end
  end
  assign out = out_reg;
endmodule
==> flow/run.sh <==
#!/bin/bash
# OpenROAD 26Q1-2900-gdf79404cd8, Yosys 0.63+post, stock flow scripts
make -C /OpenROAD-flow-scripts/flow DESIGN_CONFIG=/design/flow/config.mk WORK_HOME=/design/flow/orfs finish
==> flow/config.mk <==
export PLATFORM = sky130hd
export DESIGN_NAME = counter
export DESIGN_NICKNAME = counter
export VERILOG_FILES = /design/flow/design.v
export SDC_FILE = /design/flow/constraint.sdc
export NUM_CORES = 4
export LEC_CHECK = 1
export CORE_AREA = 10 10 109 109
export DIE_AREA = 0 0 119 119
==> flow/constraint.sdc <==
current_design counter

set clk_period 2.0
set clk_io_pct 0.2

create_clock -name clk0 -period $clk_period [get_ports {clk}]

set non_clock_inputs [all_inputs -no_clocks]
set_input_delay [expr $clk_period * $clk_io_pct] -clock clk0 $non_clock_inputs
set_output_delay [expr $clk_period * $clk_io_pct] -clock clk0 [all_outputs]
==> flow_metrics.py <==
# Flow results
metrics = {
    "yosys": {
        "ys_ff": 33,
        "edf_count": 1,
        "syn_avg_cell_area_um2": 11.53,
        "ys_chip_area_mm2": 0.001199,
        "async_flop_share_pct": 0,
        "synth.distinct_cells": 19,
        "ys_seq_share_pct": 55.95,
        "yosys_warnings": 1,
        "flop_cell": "dfxtp_1",
        "syn_inst": 104,
        "synth_area_mm2": 0.001199,
        "yosysCellCount": 104,
    },
    "run": {
        "maxCapViolCount": 0,
        "warning_count": 29,
    },
    "global_route": {
        "globalRouteTotalUtil_pct": 2.978,
        "grt_pass1_wl_mm": 3.650,
        "grt_pass1_vias": 823,
        "grt_max_degree": 17,
        "antenna_found_initial": 0,
        "globalRoute.totalOverflow": 0,
    },
    "final_timing": {
        "max_slew_margin_pct": 80.40,
        "tns_ns": 0,
        "finalHoldViolCount": 0,
        "timing_max_transition_violations_final": 0,
        "hold_slack_ns": 0.3836,
        "skew_ns": 0.004321,
        "finalSetupViolCount": 0,
        "fmax_mhz": 522.5,
        "min_period_ns": 1.914,
        "worstMarginPinSlew_ns": 0.2918,
        "timing.final.crit_share_pct": 95.70,
        "rsz0062_at_grt": "true",
    },
    "setup_path": {
        "crit_path_start_kind": "flip-flop",
        "cp.arrival_ns": 2.14,
        "path_cells": "nor2b_1 > ha_2 > nand4bb_1 > or4_4 > nor4_4 > buf_4 > buf_6 > a21o_1",
        "r2r_slack_ns": 0.09,
        "path_max_fanout": 8,
        "r2r_end": "cnt[21]$_DFF_P_",
        "cp_slowest_cell": "or4_4",
        "worst_setup_path_end_kind": "flip-flop",
        "worst_r2r_path_depth": 8,
        "max_stage_delay_ns": 0.44,
        "required_ns": 2.23,
        "reg2reg_from": "cnt[0]$_DFF_P_",
        "crit_type": "flip-flop to flip-flop",
    },
    "clock_tree": {
        "h-tree-depth": 2,
        "clk_root_buffer_cell": "clkbuf_8",
        "clock-sinks": 33,
        "cts_tree": "yes",
        "cts_made_buffers": 5,
        "worstSkewPairLatency_ns": 0.29,
        "clk_pin_slew_ns": 0.07,
        "cts-root-to-sink-buffers": 2,
    },
    "die": {
        "fp.dieH_um": 119,
        "core_mm2": 0.009639,
        "pin_count": 3,
        "chipWidth_um": 119,
        "fp_util_pct": 12.44,
        "num_rows": 36,
        "chip_area_mm2": 0.01416,
    },
    "drt": {
        "drc": 0,
        "antenna_left": 0,
        "vias_per_cell": 3.236,
        "firstDrtPassIters": 4,
        "routed_wl_mm": 2.069,
        "wl_per_cell_um": 8.146,
        "n_antenna_cell": 0,
        "drt-initial-drc-count": 77,
        "via_count": 822,
    },
    "finish": {
        "drive_above_1_share_pct": 23.97,
        "final-comb-area_um2": 484.2,
        "area_growth_pct": 31.32,
        "largest_reg_flops": 32,
        "regArea_um2": 671.9,
        "num-fill-cells": 1068,
    },
    "place": {
        "io_buffers": 2,
        "gp_congestion": 0.8108,
        "dp_hpwl_mm": 1.328,
    },
    "outcome": {
        "outcome": "finished, final reports clean",
    },
    "worst_hold_path": {
        "whs_path_depth": 2,
        "min_from": "start",
        "hold-path-endpoint": "cnt[0]$_DFF_P_",
        "hold_class": "primary input to flip-flop",
    },
    "power_and_ir_drop": {
        "leakage_nw": 0.8304,
        "ir_drop_uv": 206.5,
        "p_per_area_mw_per_mm2": 867.2,
    },
}
==> power breakdown <==
part,total (mW),switching (mW),internal [mW]
sequential,0.673,0.00361,0.669
clock,0.654,0.248,0.406
combinational,0.0388,0.0148,0.0240
total,1.36,0.266,1.10
==> final cells by class <==
type | count | area share [%]
Clock inverter | 2 | 2.305
Sequential cell | 33 | 42.69
Tap cell | 133 | 10.57
Timing Repair Buffer | 15 | 7.711
Inverter | 3 | 0.7154
Clock buffer | 6 | 5.246
Multi-Input combinational cell | 62 | 30.76
==> metrics by stage <==
| step | std cells | total power [mW] | worst slack, ns | util (%) | instance area [µm²] |
|---|---|---|---|---|---|
| after global placement | 241 | 0.7227 | -0.5916 | 14.55 | 1403 |
| final | 254 | 1.365 | 0.08606 | 16.33 | 1574 |
| after detailed placement | 241 | 0.7229 | -0.6250 | 14.55 | 1403 |
| after floorplan | 104 | 0.7013 | 0.006484 | - | 1199 |
| after global routing | 254 | 1.414 | -0.04847 | 16.33 | 1574 |
| after CTS | 250 | 1.370 | 0.08165 | 15.93 | 1535 |
==> how the worst max path moves through the flow <==
| stage | startpoint | end | slack (ns) | cells after the start |
|---|---|---|---|---|
| after CTS | cnt[1]$_DFF_P_ | cnt[26]$_DFF_P_ | 0.08 | 7 |
| after global routing | cnt[0]$_DFF_P_ | cnt[21]$_DFF_P_ | -0.05 | 8 |
| final | cnt[0]$_DFF_P_ | cnt[21]$_DFF_P_ | 0.09 | 8 |
==> cell families (layout without fill, tap and decap cells) <==
kind of cell / after synthesis / in the layout / synth area share, %
AND-OR/OR-AND: 30 / 30 / 18.79
buffers and inverters: 9 / 26 / 4.697
XOR/XNOR: 1 / 1 / 0.7308
multiplexers: 1 / 1 / 0.9394
adder cells (fa/ha/maj): 3 / 3 / 3.132
flip-flops: 33 / 33 / 55.95
AND/OR/NAND/NOR: 27 / 27 / 15.76
==> what timing repair did <==
item                                   CTS  global route
endpoints found under the hold margin    0             0
setup endpoints to repair               30            21
hold buffers                             0             0
cloned                                   1             1
pin swaps                                2             0
buffers inserted                         0             3
resized                                  4             7
==> layer usage <==
metal	track usage, %	routed length [µm]
met5	0	0
met4	0.4580	28
met3	1.343	93
met2	4.564	883
met1	3.862	1063
==> Yosys cell counts, types with 2 or more instances <==
master,n,area [µm²]
clkbuf_1,3,11.26
buf_6,3,33.78
nand2b_1,2,12.51
nor4_1,7,43.79
nor2_1,2,7.510
a21o_1,29,217.7
dfxtp_1,32,640.6
ha_1,3,37.54
inv_1,3,11.26
nand4_1,9,56.30
nor2b_1,3,18.77
==> critical path, delay by kind of cell (launching register included) <==
family                     cells  cell delay [ns]
AOI/OAI and AO/OA              1             0.09
adders and majority gates      1             0.16
buffers and inverters          2             0.30
DFF                            1             0.31
and+or+nand+nor                4             0.99
==> layout by cell type (no fill, tap or decap), drive strengths merged <==
master | netlist | final
a21o | 29 | 29
buf | 3 | 13
bufinv | 0 | 1
clkbuf | 3 | 7
clkdlybuf4s50 | 0 | 1
dfxtp | 32 | 32
edfxtp | 1 | 1
ha | 3 | 3
inv | 3 | 4
mux2 | 1 | 1
nand2b | 2 | 2
nand4 | 9 | 9
nand4bb | 1 | 1
nor2 | 2 | 2
nor2b | 3 | 3
nor4 | 8 | 8
o21a | 1 | 1
or3 | 1 | 1
or4 | 1 | 1
xor2 | 1 | 1
Power figures rest on the tool's default switching activity, not on a simulated workload.
